[./constraint.sdc]
current_design uart_tx

set clk_period 1.5
set clk_io_pct 0.2

create_clock -name clk0 -period $clk_period [get_ports {i_Clock}]

set non_clock_inputs [all_inputs -no_clocks]
set_input_delay [expr $clk_period * $clk_io_pct] -clock clk0 $non_clock_inputs
set_output_delay [expr $clk_period * $clk_io_pct] -clock clk0 [all_outputs]
[./run.sh]
#!/bin/bash
# OpenROAD 26Q1-2900-gdf79404cd8, Yosys 0.63+post, stock flow scripts
make -C /OpenROAD-flow-scripts/flow DESIGN_CONFIG=/design/flow/config.mk WORK_HOME=/design/flow/orfs finish
[./config.mk]
export PLATFORM = sky130hd
export DESIGN_NAME = uart_tx
export DESIGN_NICKNAME = uart_tx
export VERILOG_FILES = /design/flow/design.v
export SDC_FILE = /design/flow/constraint.sdc
export NUM_CORES = 4
export LEC_CHECK = 1
export CORE_AREA = 10 10 81 81
export DIE_AREA = 0 0 91 91
[./design.v]
module uart_tx 
  #(parameter CLKS_PER_BIT=8'd1)
  (
	input       i_Clock,
	input       i_Tx_DV,
	input [7:0] i_Tx_Byte, 
	output      o_Tx_Active,
	output reg  o_Tx_Serial,
	output      o_Tx_Done
   );
  localparam s_IDLE         = 3'b000;
  localparam s_TX_START_BIT = 3'b001;
  localparam s_TX_DATA_BITS = 3'b010;
  localparam s_TX_STOP_BIT  = 3'b011;
  localparam s_CLEANUP      = 3'b100;
  reg [2:0]    r_SM_Main     = 0;
  reg [7:0]    r_Clock_Count = 0;
  reg [2:0]    r_Bit_Index   = 0;
  reg [7:0]    r_Tx_Data     = 0;
  reg          r_Tx_Done     = 0;
  reg          r_Tx_Active   = 0;
  always @(posedge i_Clock)
    begin
      case (r_SM_Main)
        s_IDLE :
          begin
            o_Tx_Serial   <= 1'b1;          
            r_Tx_Done     <= 1'b0;
            r_Clock_Count <= 8'd0;
            r_Bit_Index   <= 0;
            if (i_Tx_DV == 1'b1)
              begin
                r_Tx_Active <= 1'b1;
                r_Tx_Data   <= i_Tx_Byte;
                r_SM_Main   <= s_TX_START_BIT;
              end
            else
              r_SM_Main <= s_IDLE;
          end  
        s_TX_START_BIT :
          begin
            o_Tx_Serial <= 1'b0;
            if (r_Clock_Count < CLKS_PER_BIT-8'd1)
              begin
                r_Clock_Count <= r_Clock_Count + 8'd1;
                r_SM_Main     <= s_TX_START_BIT;
              end
            else
              begin
                r_Clock_Count <= 8'd0;
                r_SM_Main     <= s_TX_DATA_BITS;
              end
          end  
        s_TX_DATA_BITS :
          begin
            o_Tx_Serial <= r_Tx_Data[r_Bit_Index];
            if (r_Clock_Count < CLKS_PER_BIT-8'd1)
              begin
                r_Clock_Count <= r_Clock_Count + 8'd1;
                r_SM_Main     <= s_TX_DATA_BITS;
              end
            else
              begin
                r_Clock_Count <= 0;
                if (r_Bit_Index < 7)
                  begin
                    r_Bit_Index <= r_Bit_Index + 3'd1;
                    r_SM_Main   <= s_TX_DATA_BITS;
                  end
                else
                  begin
                    r_Bit_Index <= 3'd0;
                    r_SM_Main   <= s_TX_STOP_BIT;
                  end
              end
          end  
        s_TX_STOP_BIT :
          begin
            o_Tx_Serial <= 1'b1;
            if (r_Clock_Count < CLKS_PER_BIT-1)
              begin
                r_Clock_Count <= r_Clock_Count + 8'd1;
                r_SM_Main     <= s_TX_STOP_BIT;
              end
            else
              begin
                r_Tx_Done     <= 1'b1;
                r_Clock_Count <= 0;
                r_SM_Main     <= s_CLEANUP;
                r_Tx_Active   <= 1'b0;
              end
          end  
        s_CLEANUP :
          begin
            r_Tx_Done <= 1'b1;
            r_SM_Main <= s_IDLE;
          end
        default :
          r_SM_Main <= s_IDLE;
      endcase
    end
  assign o_Tx_Active = r_Tx_Active;
  assign o_Tx_Done   = r_Tx_Done;
endmodule
==> job_summary.md <==
### Flow metrics

| Metric | Value |
|---|---|
| Routed wire length | `1.32 mm` |
| Clock power frac | `0.187` |
| Diodes inserted | `0` |
| Worst hold stages | `1` |
| Worst path slowest cell | `mux4_2` |
| GP Congestion | `0.779` |
| Register area | `480 µm²` |
| Ports | `13` |
| Max Clock Freq | `690 MHz` |
| WP data arrival | `1440 ps` |
| Synthesized area | `693 µm²` |
| DP Worst Slack | `-23.5 ps` |
| Horiz. Die Dim | `91 µm` |
| Tool warnings | `25` |
| CP max FO | `5` |
| Clock latency on the worst-skew pair | `250 ps` |
| Max Cap Viol | `0` |
| Worst hold slack | `581 ps` |
| Flops & latches, synth | `17` |
| Final Non-Filler Cells | `134` |
| Combined area of the multi-input logic cells | `214 µm²` |
| Largest net degree at the start of global routing | `10` |
| Post-route setup slack | `49.9 ps` |
| Net Sw Frac | `0.295` |
| Yosys cell count | `48` |
| GRT Resource Usage Total | `0.0304` |
| RSZ-0062 raised after global routing | `false` |
| Period utilization | `0.967` |
| Final Hold Viols | `0` |
| Internal | `1250 µW` |
| Final setup viols | `0` |
| Port Buf Inserts | `12` |
| DRC violations left | `0` |
| Slew headroom | `0.779` |
| Wire length per cell | `9.87 µm` |
| WP data required | `1490 ps` |
| Worst Reg-to-Reg Cells | `3` |
| Syn_area_per_cell | `14.4 µm²` |
| Most numerous logic cell after layout | `edfxtp_1` |
| Setup Skew | `4.23 ps` |
| Vias in the first global route | `468` |
| Fp_density | `0.144` |
| Core area | `4820 µm²` |
| Tightest Pin Transition | `330 ps` |
| Hold crit path type | `register to register` |
| Lkg Pwr | `0.000348 µW` |
| DR vias/cell | `3.16` |
| GRT overflow | `0` |
| CP Class | `register to register` |
| Minimum clock period | `1450 ps` |
| Chip Area | `8280 µm²` |
| Maximum vdd drop | `0.509 mV` |
| Cell family with most CP delay | `multiplexers` |
| Root Driver | `clkbuf_8` |
| First drt pass iteration count | `2` |
| Cts bufs inserted | `3` |
| Total stage count of the critical path | `3` |
| Register share after synthesis | `0.693` |
| Crit start category | `register` |
| Fillers | `532` |
| Library cells used by synthesis | `20` |
| Top Layout Cells | `edfxtp_1 (14), clkdlybuf4s50_1 (12), nand2_1 (4)` |
| Rows | `25` |
| CP endpoint kind | `register` |
| Clk buf depth | `2` |
| Yosys warns | `1` |
| Number of DRC markers in iteration 0 | `30` |
| Outcome | `finished, final reports clean` |
| Area Overhead vs Synth | `42.8%` |
| Initial antenna violation count | `0` |
| Final Util | `0.205` |
| CTS sink count | `17` |
| H-tree Lvls | `1` |
| ANT nets after route | `0` |
| Post-DP HPWL | `970 µm` |
| Proportion of layout cells with a drive suffix above 1 | `0.194` |
| Sw Pwr | `520 µW` |
| Clock slew at reported path FFs | `60 ps` |
| Comb pwr share | `0.326` |
| CTS tree | `built` |
| CP bufs+invs | `0` |
| Die height | `91 µm` |
| P per Cell Area | `1780 nW/µm²` |
| YS chip area | `693 µm²` |
| Slew Limit Fails | `0` |
| Placed cells | `129` |
| Vias | `423` |
| Ordered list of cells on the worst path | `mux4_2 -> nor2b_2 -> o32ai_2` |
| Global-route wire length before repair | `2.07 mm` |
| Max incr delay on CP | `530 ps` |
| Sequential Power Share | `0.487` |
| Post-Synthesis Cells | `48` |
==> per-stage QoR <==
stage / cell area [µm²] / TNS, ps / total power [µW]
2_1_floorplan: 693 / 0 / 1150
3_3_place_gp: 925 / 0 / 1380
3_5_place_dp: 925 / -23.5 / 1400
4_1_cts: 977 / 0 / 1750
5_1_grt: 990 / 0 / 1880
6_report: 990 / 0 / 1770
==> flip-flops by register name (all words and copies together) (netlist names) <==
register and cells:
r_Tx_Active 1, r_Bit_Index 3, r_SM_Main 3, o_Tx_Serial 1, r_Tx_Done 1, r_Tx_Data 8
==> power groups by stage <==
stage | clock, µW | sequential [µW] | combinational (µW)
after CTS | 341 | 850 | 557
after global routing | 363 | 878 | 636
final | 331 | 860 | 575
==> worst register-to-register path, delay by kind of cell, from the launching register on <==
family	cells	cell delay, ps
flops	1	450
mux	1	530
simple gates	1	130
compound gates	1	90
==> layout make-up <==
cell class,count,share of cell area
well taps,67,0.0847
multi-input cells,28,0.216
inverters,3,0.0114
repair buffers,15,0.157
clock buffers,4,0.0455
flip-flops and latches,17,0.485
==> Yosys cell counts (all sizes together) <==
library cell  number  share of area
nand2b             1         0.0090
nand3b             2          0.022
nand3              3          0.022
and2               1         0.0090
edfxtp            14           0.61
xor2               1          0.013
mux4               1          0.032
o21ai              2          0.014
nor2               3          0.016
dfxtp              3          0.087
inv                3          0.016
o31ai              1          0.011
nor2b              1         0.0090
a21oi              1         0.0072
ha                 1          0.018
nand2              4          0.022
o32ai              1          0.023
mux2               2          0.032
and3               1         0.0090
nor3b              2          0.022
==> path summary, 6_finish.rpt <==
| check | start | end | slack [ps] |
|---|---|---|---|
| worst max-delay path | r_Bit_Index[0] | o_Tx_Serial | 50 |
| worst min-delay path | r_SM_Main[2] | o_Tx_Serial | 580 |
| worst max register to register | r_Bit_Index[0] | o_Tx_Serial | 50 |
| worst min register to register | r_SM_Main[2] | o_Tx_Serial | 580 |
==> logic make-up after synthesis <==
logic type,synth area share
AND-OR/OR-AND,0.0560
XOR/XNOR,0.0126
adder cells (fa/ha/maj),0.0180
buffers and inverters,0.0162
flip-flops,0.693
multiplexers,0.0650
AND/OR/NAND/NOR,0.139
==> routing by layer <==
metal,GRT usage,part of all wire,vias to the layer above
met5,0,0,-
met4,0.00522,0.0098,0
met3,0.0207,0.10,2
met2,0.0442,0.43,12
met1,0.0372,0.46,194
li1,-,-,215
==> timing repair <==
| action | in CTS | in global routing |
|---|---|---|
| hold buffers | 0 | 0 |
| setup endpoints to repair | 1 | 1 |
| gates resized | 0 | 3 |
| buffers inserted | 1 | 0 |
Power figures rest on the tool's default switching activity, not on a simulated workload.
