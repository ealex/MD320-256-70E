==> flow/design.v <==
module uart_rx 
  #(parameter CLKS_PER_BIT=8'd1)
  (
   input        i_Clock,
   input        i_Rx_Serial,
   output       o_Rx_DV,
   output [7:0] o_Rx_Byte
   );
  localparam s_IDLE         = 3'b000;
  localparam s_RX_START_BIT = 3'b001;
  localparam s_RX_DATA_BITS = 3'b010;
  localparam s_RX_STOP_BIT  = 3'b011;
  localparam s_CLEANUP      = 3'b100;
  reg           r_Rx_Data_R = 1'b1;
  reg           r_Rx_Data   = 1'b1;
  reg [7:0]     r_Clock_Count = 0;
  reg [2:0]     r_Bit_Index   = 0;  
  reg [7:0]     r_Rx_Byte     = 0;
  reg           r_Rx_DV       = 0;
  reg [2:0]     r_SM_Main     = 0;
  always @(posedge i_Clock)
    begin
      r_Rx_Data_R <= i_Rx_Serial;
      r_Rx_Data   <= r_Rx_Data_R;
    end
  always @(posedge i_Clock)
    begin
      case (r_SM_Main)
        s_IDLE :
          begin
            r_Rx_DV       <= 1'b0;
            r_Clock_Count <= 0;
            r_Bit_Index   <= 0;
            if (r_Rx_Data == 1'b0)           
              r_SM_Main <= s_RX_START_BIT;
            else
              r_SM_Main <= s_IDLE;
          end
        s_RX_START_BIT :
          begin
            if (r_Clock_Count == (CLKS_PER_BIT-1)/2)
              begin
                if (r_Rx_Data == 1'b0)
                  begin
                    r_Clock_Count <= 8'd0;   
                    r_SM_Main     <= s_RX_DATA_BITS;
                  end
                else
                  r_SM_Main <= s_IDLE;
              end
            else
              begin
                r_Clock_Count <= r_Clock_Count + 8'd1;
                r_SM_Main     <= s_RX_START_BIT;
              end
          end  
        s_RX_DATA_BITS :
          begin
            if (r_Clock_Count < CLKS_PER_BIT-8'd1)
              begin
                r_Clock_Count <= r_Clock_Count + 8'd1;
                r_SM_Main     <= s_RX_DATA_BITS;
              end
            else
              begin
                r_Clock_Count          <= 8'd0;
                r_Rx_Byte[r_Bit_Index] <= r_Rx_Data;
                if (r_Bit_Index < 7)
                  begin
                    r_Bit_Index <= r_Bit_Index + 3'd1;
                    r_SM_Main   <= s_RX_DATA_BITS;
                  end
                else
                  begin
                    r_Bit_Index <= 0;
                    r_SM_Main   <= s_RX_STOP_BIT;
                  end
              end
          end  
        s_RX_STOP_BIT :
          begin
            if (r_Clock_Count < CLKS_PER_BIT-1)
              begin
                r_Clock_Count <= r_Clock_Count + 8'd1;
                r_SM_Main     <= s_RX_STOP_BIT;
              end
            else
              begin
                r_Rx_DV       <= 1'b1;
                r_Clock_Count <= 0;
                r_SM_Main     <= s_CLEANUP;
              end
          end  
        s_CLEANUP :
          begin
            r_SM_Main <= s_IDLE;
            r_Rx_DV   <= 1'b0;
          end
        default :
          r_SM_Main <= s_IDLE;
      endcase
    end   
  assign o_Rx_DV   = r_Rx_DV;
  assign o_Rx_Byte = r_Rx_Byte;
endmodule  
==> flow/run.sh <==
#!/bin/bash
# OpenROAD 26Q1-2900-gdf79404cd8, Yosys 0.63+post, stock flow scripts
make -C /OpenROAD-flow-scripts/flow DESIGN_CONFIG=/design/flow/config.mk WORK_HOME=/design/flow/orfs finish
==> flow/config.mk <==
export PLATFORM = sky130hd
export DESIGN_NAME = uart_rx
export DESIGN_NICKNAME = uart_rx
export VERILOG_FILES = /design/flow/design.v
export SDC_FILE = /design/flow/constraint.sdc
export NUM_CORES = 4
export LEC_CHECK = 1
export CORE_AREA = 10 10 100 100
export DIE_AREA = 0 0 110 110
==> flow/constraint.sdc <==
current_design uart_rx

set clk_period 2.4
set clk_io_pct 0.2

create_clock -name clk0 -period $clk_period [get_ports {i_Clock}]

set non_clock_inputs [all_inputs -no_clocks]
set_input_delay [expr $clk_period * $clk_io_pct] -clock clk0 $non_clock_inputs
set_output_delay [expr $clk_period * $clk_io_pct] -clock clk0 [all_outputs]
==> results.sh <==
# yosys + openroad results
export IMPL_cts_inserted_buffers=3
export IMPL_final_area_um2=1550
export IMPL_worstSkewPairLatency_ns=0.26
export IMPL_place_area_um2=1510
export IMPL_htreeDepth=1
export IMPL_cts_tree="done"
export IMPL_clock_path_buffers=2
export IMPL_placedCellCount=224
export IMPL_cts_resized=0
export IMPL_grt_pass1_vias=768
export IMPL_drt_first_pass_iters=4
export IMPL_relSlewSlack_pct=66.8
export IMPL_period_used_pct=80.8
export IMPL_finalHoldViolCount=0
export IMPL_fin_crit_ns=1.94
export IMPL_cp_start_kind="register"
export IMPL_synthToLayoutAreaGrowth_pct=20.9
export IMPL_cts_sinks=25
export IMPL_rsz0062_at_grt="no"
export IMPL_synth_flop_count=25
export IMPL_dp_hpwl_um=1580
export IMPL_post_cts_setup_buffer_count=0
export IMPL_final_core_util_pct=19.9
export IMPL_dr_total_vias=836
export IMPL_placementRows=32
export IMPL_end_kind="register"
export IMPL_gp_congestion=0.810
export IMPL_ys_seq_share_pct=54.6
export IMPL_layout_top_cells="20 x edfxtp_1, 13 x nor2_1, 10 x clkdlybuf4s50_1, 9 x nand2_1"
export IMPL_fin_worst_skew_ns=0.00438
export IMPL_hold_buffers=0
export IMPL_worstPathRequired_ns=2.43
export IMPL_ios=11
export IMPL_syn_area_per_cell_um2=11.3
export IMPL_status="finished, final reports clean"
export IMPL_crit_type="reg -> reg"
export IMPL_drive_gt1_share_pct=11.1
export IMPL_wl_um=2200
export IMPL_initial_utilization_pct=16.4
export IMPL_portBuffers=10
export IMPL_fp_dieW_um=110
export IMPL_drv_cap=0
export IMPL_final_max_slew_viol_count=0
export IMPL_warnings=30
export IMPL_tightest_slew_ns=0.495
export IMPL_grt_max_degree=14
export IMPL_yosysWarnings=1
export IMPL_grt_overflow=0
export IMPL_max_freq_mhz=516
export IMPL_clockRootBuffer="clkbuf_8"
export IMPL_synth_distinct_cells=35
export IMPL_worstPathMaxFanout=8
export IMPL_yosys_stat_area_um2=1280
export IMPL_cp_arrival_ns=1.96
export IMPL_holdWs_ns=0.332
export IMPL_antenna_cells=0
export IMPL_ant_nets=0
export IMPL_routed_via_density=3.67
export IMPL_hold_path_class="reg -> reg"
export IMPL_die_area_um2=12100
export IMPL_clk_pin_slew_ns=0.09
export IMPL_ys_cells=114
export IMPL_drc=0
export IMPL_syn_inst=114
export IMPL_layout_top_cell="edfxtp_1"
export IMPL_fin_tns_setup_ns=0
export IMPL_core_um2=7810
export IMPL_grt_pass1_wl_um=3660
export IMPL_wire_per_inst_um=9.66
export IMPL_leakagePower_nw=0.536
export IMPL_powerDensity_nw_per_um2=1190
export IMPL_antenna_found_initial=0
export IMPL_vdd_drop_max_mv=0.359
export IMPL_die_h_um=110
export IMPL_syn_cell_area_um2=1280
export IMPL_drt_iter0_markers=29
export IMPL_layoutNonFillerInstCount=228
export IMPL_grt_usage_pct=3.72
export IMPL_setup_violations=0
-- per-stage QoR --
step,total power [mW],setup WS [ns]
after floorplan,1.40,0.382
after global placement,1.61,0.551
after detailed placement,1.61,0.529
after CTS,1.86,0.479
after global routing,2.00,0.327
final,1.84,0.462
-- cell families (layout without fill, tap and decap cells) --
logic type,Yosys count,after routing,share of synthesized area (%)
compound gates,20,20,11.4
xor+xnor,5,5,4.00
fa+ha+maj,7,7,6.82
mux,3,3,2.53
flops,25,25,54.6
simple gates,43,43,17.1
buf+inv,11,23,3.61
-- registers in the layout, summed over array words and instances, names as in the netlist --
register	cells
r_Bit_Index	3
r_Clock_Count	8
r_Rx_Byte	8
r_Rx_DV	1
r_Rx_Data	1
r_Rx_Data_R	1
r_SM_Main	3
-- cell usage after synthesis --
cell type,count,share of area (%)
a21oi_1,5,1.9
a22o_1,2,1.4
a31o_1,1,0.68
a31oi_1,1,0.49
and3_1,1,0.49
buf_2,1,0.39
buf_4,1,0.59
clkbuf_1,2,0.59
dfxtp_1,5,7.8
edfxtp_1,20,47
ha_1,7,6.8
inv_1,7,2.0
mux2_2,2,1.8
mux2i_1,1,0.78
nand2_1,9,2.6
nand3_1,7,2.7
nand3b_1,1,0.59
nand4_1,1,0.49
nor2_1,13,3.8
nor2_2,1,0.49
nor2b_1,1,0.49
nor3_1,1,0.39
nor4_1,1,0.49
o21ai_0,5,1.9
o22a_1,1,0.68
o22ai_4,1,1.6
o2bb2ai_1,4,2.7
or2_2,1,0.49
or3_1,3,1.5
or3_2,1,0.59
or3b_4,1,0.88
or4b_4,1,1.1
xnor2_1,2,1.4
xor2_1,2,1.4
xor2_2,1,1.3
-- path summary, 6_finish.rpt --
kind         slack [ns]           end      startpoint  depth (start not counted)
max                0.46  r_Rx_Byte[4]  r_Bit_Index[1]                          5
min                0.33     r_Rx_Data     r_Rx_Data_R                          0
max reg2reg        0.46  r_Rx_Byte[4]  r_Bit_Index[1]                          5
min reg2reg        0.33     r_Rx_Data     r_Rx_Data_R                          0
-- critical path, cell delays in order (launching register included) --
cell      delay [ns]
edfxtp_1        0.48
inv_1           0.11
ha_1            0.24
xor2_2          0.20
nor4_1          0.31
mux2_2          0.37
-- metal layers --
layer	global-route usage (%)	wire length, um	vias up
met5	0	0	-
met3	1.65	175	2
met4	0.372	23	0
met2	5.55	990	16
li1	-	-	435
met1	5.11	1010	383
-- report_power, final --
part | switching (mW) | total (mW) | internal (mW)
combinational | 0.444 | 0.801 | 0.357
sequential | 0.130 | 0.796 | 0.667
clock | 0.128 | 0.247 | 0.119
total | 0.702 | 1.84 | 1.14
-- layout make-up --
cell class | count | area [um2]
clock buffer | 4 | 45.0
fill | 844 | 6260
inverter | 7 | 26.3
multi-input combinational | 78 | 537
sequential | 25 | 701
tap | 102 | 128
timing repair buffer | 12 | 115
Power and IR drop assume default switching activity.
