## design.v

```verilog
module sync(
	input wire in_main_clock, 			 
	input wire[2:0] in_phase_counter,	 
	output wire out_display_clock,
	output wire out_display_hs,
	output wire out_display_vs,
	output wire[8:0] out_coord_x,
	output wire[8:0] out_coord_y
);
reg display_clock;
always @(posedge in_main_clock) begin
	case(in_phase_counter)
		3'b000: display_clock <= 1'b0;
		3'b001: display_clock <= 1'b0;
		3'b010: display_clock <= 1'b0;
		3'b011: display_clock <= 1'b0;
		3'b100: display_clock <= 1'b1;
		3'b101: display_clock <= 1'b1;
		3'b110: display_clock <= 1'b1;
		3'b111: display_clock <= 1'b1;
	endcase
end
assign out_display_clock = display_clock;
localparam HS_ACTIVE = 9'd320;
localparam HS_SYNC = 9'd64;
localparam HS_PERIOD = (HS_ACTIVE+HS_SYNC);
reg[8:0] display_x_cnt;
localparam VS_ACTIVE = 9'd256;
localparam VS_SYNC = 9'd4;
localparam VS_PERIOD = (VS_ACTIVE+VS_SYNC);
reg[8:0] display_y_cnt;
always @(posedge in_main_clock) begin
	case(in_phase_counter)
		3'b000: begin			
			display_x_cnt <= display_x_cnt + 9'd1;
			if(display_x_cnt == HS_PERIOD) begin 
				display_x_cnt <= 9'd0;
				display_y_cnt <= display_y_cnt + 9'd1;
			end
			if(display_y_cnt == VS_PERIOD) display_y_cnt <= 9'd0;
		end
		default: begin
			display_x_cnt <= display_x_cnt;
			display_y_cnt <= display_y_cnt;
		end
	endcase
end
assign out_display_hs = (display_x_cnt < HS_ACTIVE);
assign out_display_vs = (display_y_cnt < VS_ACTIVE);
assign out_coord_x = (display_x_cnt < HS_ACTIVE) ? display_x_cnt : 9'd0;
assign out_coord_y = (display_y_cnt < VS_ACTIVE) ? display_y_cnt : 9'd0;
endmodule
```

## run.sh

```bash
#!/bin/bash
# OpenROAD 26Q1-2900-gdf79404cd8, Yosys 0.63+post, stock flow scripts
make -C /OpenROAD-flow-scripts/flow DESIGN_CONFIG=/design/flow/config.mk WORK_HOME=/design/flow/orfs finish
```

## config.mk

```make
export PLATFORM = sky130hd
export DESIGN_NAME = sync
export DESIGN_NICKNAME = sync
export VERILOG_FILES = /design/flow/design.v
export SDC_FILE = /design/flow/constraint.sdc
export NUM_CORES = 4
export LEC_CHECK = 1
export CORE_AREA = 10 10 88 88
export DIE_AREA = 0 0 98 98
```

## constraint.sdc

```tcl
current_design sync

set clk_period 2.4
set clk_io_pct 0.2

create_clock -name clk0 -period $clk_period [get_ports {in_main_clock}]

set non_clock_inputs [all_inputs -no_clocks]
set_input_delay [expr $clk_period * $clk_io_pct] -clock clk0 $non_clock_inputs
set_output_delay [expr $clk_period * $clk_io_pct] -clock clk0 [all_outputs]
```

==> impl_metrics.toml <==
# implementation run metrics
[status]
status = "finished, final reports clean"

[critical_path]
crit_slowest_cell = "edfxtp_1"
crit_chain = "o21ai_1, and2_1, clkdlybuf4s50_1"
max_stage_delay_ps = 480
start_kind = "register"
critPathKind = "register to output pin"
endpoint_kind = "output pin"
crit_required_ps = 1920
cp_max_fo = 7
worstPathArrival_ps = 1750

[clock_tree]
tritoncts = "done"
htree_levels = 1
cts_setup_buffers = 0
cts_buffers = 3
cts_sinks = 19
clkTransAtPathRegs_ps = 70
clkLatencyLatePin_ps = 250
cts.path.max_buffers = 2
ctsHoldBuffers = 0
root_buffer = "clkbuf_8"

[routing]
antenna_cells = 0
first_pass_iters = 4
drt-initial-drc-count = 35
vias = 802
post-route-drc-count = 0
avgRoutedWirePerCell_um = 11.4
via_per_inst = 3.91
routed_wl_um = 2340
postRouteAntennaNets = 0

[die]
fp-row-count = 28
io_pins = 25
die_height_um = 98
die_area_um2 = 9600
fp_util_pct = 18.8
die_x_um = 98
core_area_um2 = 5920

[timing]
finalHoldViolCount = 0
rsz0062_at_grt = "no"
worst_clock_skew_ps = 1.96
tightest_slew_ps = 674
worst_slack_ps = 168
post-route-min-period_ps = 2230
tns_ps = 0
fmax_mhz = 448
drv_slew = 0
relSlewSlack_pct = 54.5
setup_violations = 0
finalClockPeriodUsage_pct = 93.0

[synth]
yosys_warnings = 1
ys_seq_share_pct = 50.3
synth_area_um2 = 1110
ys_cells = 102
synthTopCellsByArea = "edfxtp_1 (48%), xnor2_1 (7.1%), and2b_2 (4.7%), ha_1 (4.5%), and2_1 (3.9%)"
syn-mean-instance-area_um2 = 10.9
ys_ff = 19
postSynthCellCount = 102
top_area_cell = "edfxtp_1"
synth.top_cell.area_share_pct = 48.5
ys_types = 30
synth_chip_area_um2 = 1110

[final_layout]
utilization_pct = 25.2
fill_cells = 614
layout-drive-gt1-share_pct = 12.3
area_growth_pct = 33.9
fin_cells = 205

[placed_design]
pre_cts_ws_ps = 295
gp_congestion = 0.792
place_inst = 201
io_buffer_count = 23
hpwl_um = 1740

[grt]
grt_pass1_vias = 810
grt_pass1_wl_um = 4050
track_usage_pct = 4.97
grt_max_degree = 12
antenna_found_initial = 0
grt_overflow_total = 0

[run]
warnings = 27
maxCapViolCount = 0

[pwr]
power.density_nw_per_um2 = 419
p_leak_nw = 0.541
irDropWorstVdd_mv = 0.165

[worst_hold_path]
hold_path.class = "register to register"
cell type report:
| type | instances | area (um2) | share of cell area [%] |
|---|---|---|---|
| Sequential cell | 19 | 561 | 37.6 |
| Multi-Input combinational cell | 74 | 509 | 34.1 |
| Timing Repair Buffer | 27 | 260 | 17.4 |
| Tap cell | 75 | 93.8 | 6.29 |
| Clock buffer | 3 | 41.3 | 2.77 |
| Inverter | 6 | 22.5 | 1.51 |
| Clock inverter | 1 | 5.00 | 0.335 |
placed cells by master, fill, tap and decap left out, types with 2 or more instances in the layout:
master | netlist | final
clkdlybuf4s50_1 | 0 | 23
edfxtp_1 | 18 | 18
xnor2_1 | 9 | 9
nor2_1 | 9 | 9
nand3_1 | 7 | 7
and2_1 | 7 | 7
nand2_1 | 6 | 6
inv_1 | 6 | 6
and2b_2 | 6 | 6
ha_1 | 4 | 4
buf_4 | 1 | 4
a21oi_1 | 3 | 3
nor2b_1 | 3 | 3
nor3_1 | 3 | 3
clkbuf_8 | 0 | 3
and3_1 | 2 | 2
xor2_1 | 2 | 2
sequential cells by signal, summed over array words and instances, names as in the netlist:
register,count
display_x_cnt,9
display_y_cnt,9
display_clock,1
worst paths after layout:
| path | from | end | slack, ps | cells after the start |
|---|---|---|---|---|
| max | display_x_cnt[6]$_SDFFCE_PN0N_ | out_coord_x[0] | 170 | 3 |
| min | display_y_cnt[0]$_SDFFCE_PN0P_ | display_y_cnt[0]$_SDFFCE_PN0P_ | 620 | 1 |
| max reg2reg | display_x_cnt[0]$_SDFFCE_PN0N_ | display_y_cnt[8]$_SDFFCE_PN0P_ | 360 | 6 |
| min reg2reg | display_y_cnt[0]$_SDFFCE_PN0P_ | display_y_cnt[0]$_SDFFCE_PN0P_ | 620 | 1 |
power breakdown:
group          internal, W  switching, W   total, W
sequential        0.000365    0.00000612   0.000371
combinational    0.0000207    0.00000988  0.0000306
clock             0.000115      0.000109   0.000224
stage by stage:
stage               power [W]  hold WS [ps]  cell area (um2)
floorplan            0.000389           508             1110
global placement     0.000409           604             1450
detailed placement   0.000409           612             1450
CTS                  0.000636           623             1490
global route         0.000657           659             1490
finish               0.000625           615             1490
cell families after synthesis:
| group | share of synthesized area (%) |
|---|---|
| AND-OR/OR-AND | 2.92 |
| XOR/XNOR | 8.64 |
| adder cells (fa/ha/maj) | 4.49 |
| buffers and inverters | 4.04 |
| flip-flops | 50.3 |
| multiplexers | 0.898 |
| other | 0.336 |
| AND/OR/NAND/NOR | 28.4 |
routing by layer:
layer  global-route usage (%)  wire length (um)
met3                     2.56               213
met1                     7.13              1200
met4                    0.559                16
met2                     6.70               912
met5                        0                 0
critical path: cells and delay by family (launching register included):
family	cells	cell delay, ps
AND/OR/NAND/NOR	1	190
buffers and inverters	1	470
AND-OR/OR-AND	1	360
flip-flops	1	480
what timing repair did:
action	CTS	global route
resized	1	0
endpoints found under the hold margin	0	0
endpoints found under the setup margin	6	0
synth_stat cells:
cell,n
a21o_1,1
a21oi_1,3
and2_1,7
and2b_2,6
and3_1,2
and4_1,1
buf_4,1
buf_6,1
clkbuf_1,1
conb_1,1
dfxtp_1,1
edfxtp_1,18
ha_1,4
inv_1,6
mux2i_1,1
nand2_1,6
nand2b_1,1
nand3_1,7
nand4_1,1
nor2_1,9
nor2b_1,3
nor3_1,3
nor3b_1,1
nor4_4,1
nor4b_1,1
nor4bb_1,1
o21ai_0,2
or4b_4,1
xnor2_1,9
xor2_1,2
No activity file was given, so power comes from the tool's default toggle rates.
